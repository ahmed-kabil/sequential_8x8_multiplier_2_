==> design/flow/design.v <==
module adder (
input [15:0]dataa,datab,
output [15:0]sum
);
assign sum= dataa + datab ;
endmodule
module counter (
input clk ,
input aclr_n ,
output reg [1:0]count_out
);
always @(posedge clk , negedge aclr_n)
  begin
    if(~aclr_n)
       count_out = 2'b0 ;
    else if (aclr_n)
       count_out = count_out +1 ;
  end
endmodule
module mult4x4 (
input [3:0]dataa , datab ,
output [7:0]product
);
assign product = dataa * datab ;
endmodule
module mult_control (
input clk ,
input reset_a ,
input start ,
input [1:0]count ,
output reg [1:0]input_sel ,
output reg [1:0]shift_sel ,
output [2:0]state_out ,
output reg done ,
output reg clk_ena ,
output reg sclr_n
);
localparam IDLE = 0 , LSB = 1 , MID = 2 , MSB = 3 , CALC_DONE = 4 , ERR = 5 ;
reg [2:0] state_reg , state_next ;
always @( posedge clk , negedge reset_a)
  begin
    if(~reset_a)
       state_reg = IDLE ;
    else
       state_reg = state_next ;
  end
always@(*)
  begin
    case(state_reg)
      IDLE : begin
               if(start)
                  begin
                    state_next = LSB ;
                    input_sel = 2'bxx ;
                    shift_sel = 2'bxx ;
                    done = 0 ;
                    clk_ena = 1 ;
                    sclr_n = 0 ;
                  end
               else if(~start)
                  begin
                    state_next = IDLE ;
                    input_sel = 2'bxx ;
                    shift_sel = 2'bxx ;
                    done = 0 ;
                    clk_ena = 0 ;
                    sclr_n = 1 ;
                  end
             end
      LSB : begin
               if(~start & count==0)
                  begin
                    state_next = MID ;
                    input_sel = 2'b00 ;
                    shift_sel = 2'b00 ;
                    done = 0 ;
                    clk_ena = 1 ;
                    sclr_n = 1 ;
                  end
               else
                  begin
                    state_next = ERR ;
                    input_sel = 2'bxx ;
                    shift_sel = 2'bxx ;
                    done = 0 ;
                    clk_ena = 0 ;
                    sclr_n = 1 ;
                  end
             end
      MID : begin
               if(~start & count==1)
                  begin
                    state_next = MID ;
                    input_sel = 2'b01 ;
                    shift_sel = 2'b01 ;
                    done = 0 ;
                    clk_ena = 1 ;
                    sclr_n = 1 ;
                  end
               else if(~start & count==2)
                  begin
                    state_next = MSB ;
                    input_sel = 2'b10 ;
                    shift_sel = 2'b01 ;
                    done = 0 ;
                    clk_ena = 1 ;
                    sclr_n = 1 ;
                  end
               else
                  begin
                    state_next = ERR ;
                    input_sel = 2'bxx ;
                    shift_sel = 2'bxx ;
                    done = 0 ;
                    clk_ena = 0 ;
                    sclr_n = 1 ;
                  end
             end
      MSB : begin
               if(~start & count==3)
                  begin
                    state_next = CALC_DONE ;
                    input_sel = 2'b11 ;
                    shift_sel = 2'b10 ;
                    done = 0 ;
                    clk_ena = 1 ;
                    sclr_n = 1 ;
                  end
               else
                  begin
                    state_next = ERR ;
                    input_sel = 2'bxx ;
                    shift_sel = 2'bxx ;
                    done = 0 ;
                    clk_ena = 0 ;
                    sclr_n = 1 ;
                  end
             end
      CALC_DONE : begin
               if(~start)
                  begin
                    state_next = IDLE ;
                    input_sel = 2'bxx ;
                    shift_sel = 2'bxx ;
                    done = 1 ;
                    clk_ena = 0 ;
                    sclr_n = 1 ;
                  end
               else if(start)
                  begin
                    state_next = ERR ;
                    input_sel = 2'bxx ;
                    shift_sel = 2'bxx ;
                    done = 0 ;
                    clk_ena = 0 ;
                    sclr_n = 1 ;
                  end
             end
      ERR : begin
               if(~start)
                  begin
                    state_next = ERR ;
                    input_sel = 2'bxx ;
                    shift_sel = 2'bxx ;
                    done = 0 ;
                    clk_ena = 0 ;
                    sclr_n = 1 ;
                  end
               else if(start)
                  begin
                    state_next = LSB ;
                    input_sel = 2'bxx ;
                    shift_sel = 2'bxx ;
                    done = 0 ;
                    clk_ena = 1 ;
                    sclr_n = 0 ;
                  end
             end
      default :  begin
                    state_next = ERR ;
                    input_sel = 2'bxx ;
                    shift_sel = 2'bxx ;
                    done = 0 ;
                    clk_ena = 0 ;
                    sclr_n = 1 ;
                 end
    endcase
  end
assign state_out = state_reg ;
endmodule
module mux4 (
input [3:0]mux_in_a , mux_in_b ,
input mux_sel ,
output reg [3:0] mux_out
);
always @(*)
begin
 if (mux_sel)
    mux_out = mux_in_b ;
 else
    mux_out = mux_in_a ;
end
endmodule
module reg16 (
input clk ,
input sclr_n ,
input clk_ena,
input [15:0]datain ,
output reg [15:0]reg_out
);
always @(posedge clk)
  begin
    if (~clk_ena)
      reg_out = reg_out ;
    else if (clk_ena)
      begin
        if(~sclr_n)
           reg_out = 16'b0 ;
        else if(sclr_n)
           reg_out = datain ;
      end
  end
endmodule
module seven_segment_cntrl (
input [2:0]inp,
output reg seg_a ,
output reg seg_b ,
output reg seg_c ,
output reg seg_d ,
output reg seg_e ,
output reg seg_f ,
output reg seg_g
);
always@(*)
  begin
    case(inp)
      3'b000 : begin
                 seg_a = 1'b1 ;
                 seg_b = 1'b1 ;
                 seg_c = 1'b1 ;
                 seg_d = 1'b1 ;
                 seg_e = 1'b1 ;
                 seg_f = 1'b1 ;
                 seg_g = 1'b0 ;
               end
      3'b001 : begin
                 seg_a = 1'b0 ;
                 seg_b = 1'b1 ;
                 seg_c = 1'b1 ;
                 seg_d = 1'b0 ;
                 seg_e = 1'b0 ;
                 seg_f = 1'b0 ;
                 seg_g = 1'b0 ;
               end
      3'b010 : begin
                 seg_a = 1'b1 ;
                 seg_b = 1'b1 ;
                 seg_c = 1'b0 ;
                 seg_d = 1'b1 ;
                 seg_e = 1'b1 ;
                 seg_f = 1'b0 ;
                 seg_g = 1'b1 ;
               end
      3'b011 : begin
                 seg_a = 1'b1 ;
                 seg_b = 1'b1 ;
                 seg_c = 1'b1 ;
                 seg_d = 1'b1 ;
                 seg_e = 1'b0 ;
                 seg_f = 1'b0 ;
                 seg_g = 1'b1 ;
               end
     default : begin
                 seg_a = 1'b1 ;
                 seg_b = 1'b0 ;
                 seg_c = 1'b0 ;
                 seg_d = 1'b1 ;
                 seg_e = 1'b1 ;
                 seg_f = 1'b1 ;
                 seg_g = 1'b1 ;
               end
    endcase
  end
endmodule
module shifter (
input [7:0]inp ,
input [1:0]shift_cntrl,
output reg [15:0] shift_out
);
always @(*)
begin
  case(shift_cntrl)
    2'b00 : shift_out = inp ;
    2'b01 : shift_out = {inp , {4{1'b0}}} ; 
    2'b10 : shift_out = {inp , 8'b0} ;
    2'b11 : shift_out = inp ;
  endcase
end
endmodule
module top_level_design ( 
input clk ,
input [7:0]dataa ,
input [7:0]datab ,
input start ,
input reset_a ,
output done_flag ,
output [15:0]product8x8_out ,
output seg_a, seg_b, seg_c, seg_d, seg_e, seg_f, seg_g
);
wire [1:0]sel, shift ;
wire [3:0]aout, bout ;
wire [7:0]product ;
wire [15:0]shift_out ;
wire [15:0]sum ;
wire sclr_n ;
wire clk_ena ;
wire [1:0]count ;
wire [2:0]state_out ;
mux4 _mux4_1 (
  .mux_in_a(dataa[3:0]) ,
  .mux_in_b(dataa[7:4]) ,
  .mux_sel(sel[1]) ,
  .mux_out(aout)
);
mux4 _mux4_2 (
  .mux_in_a(datab[3:0]) ,
  .mux_in_b(datab[7:4]) ,
  .mux_sel(sel[0]) ,
  .mux_out(bout)
);
mult4x4 _mult4x4 (
  .dataa(aout) ,
  .datab(bout) ,
  .product(product)
);
shifter _shifter (
  .inp(product) ,
  .shift_cntrl(shift) ,
  .shift_out(shift_out)
);
adder _adder (
  .dataa(shift_out) ,
  .datab(product8x8_out) ,
  .sum(sum)
);
reg16 _reg16 (
  .clk(clk) ,
  .sclr_n(sclr_n) ,
  .clk_ena(clk_ena) ,
  .datain(sum) ,
  .reg_out(product8x8_out)
);
counter _counter (
  .clk(clk) ,
  .aclr_n(~start) ,
  .count_out(count)
);
seven_segment_cntrl _seven_segment_cntrl (
  .inp(state_out) ,
  .seg_a(seg_a) ,
  .seg_b(seg_b) ,
  .seg_c(seg_c) ,
  .seg_d(seg_d) ,
  .seg_e(seg_e) ,
  .seg_f(seg_f) ,
  .seg_g(seg_g)
);
mult_control _mult_control (
  .clk(clk) ,
  .reset_a(reset_a),
  .start(start) ,
  .count(count) ,
  .input_sel(sel) ,
  .shift_sel(shift) ,
  .state_out(state_out) ,
  .done(done_flag) ,
  .clk_ena(clk_ena) ,
  .sclr_n(sclr_n)
);
endmodule
==> design/flow/run.sh <==
#!/bin/bash
# OpenROAD 26Q1-2900-gdf79404cd8, Yosys 0.63+post, stock flow scripts
make -C /OpenROAD-flow-scripts/flow DESIGN_CONFIG=/design/flow/config.mk WORK_HOME=/design/flow/orfs finish
==> design/flow/config.mk <==
export PLATFORM = sky130hd
export DESIGN_NAME = top_level_design
export DESIGN_NICKNAME = top_level_design
export VERILOG_FILES = /design/flow/design.v
export SDC_FILE = /design/flow/constraint.sdc
export NUM_CORES = 4
export LEC_CHECK = 1
export CORE_UTILIZATION = 30
==> design/flow/constraint.sdc <==
current_design top_level_design

set clk_period 10.4
set clk_io_pct 0.2

create_clock -name clk0 -period $clk_period [get_ports {clk}]

set non_clock_inputs [all_inputs -no_clocks]
set_input_delay [expr $clk_period * $clk_io_pct] -clock clk0 $non_clock_inputs
set_output_delay [expr $clk_period * $clk_io_pct] -clock clk0 [all_outputs]
==> flow_results.xml <==
<?xml version="1.0" encoding="UTF-8"?>
<metrics>
  <group name="min_path">
    <metric name="min_delay_worst_endpoint" unit="">_mult_control.state_reg[0]</metric>
    <metric name="worst_hold_startpoint" unit="">_mult_control.state_reg[1]</metric>
    <metric name="min_path_type" unit="">reg -&gt; reg</metric>
    <metric name="worst_hold_path_depth" unit="">2</metric>
  </group>
  <group name="sta">
    <metric name="timing.max_slew.rel_slack" unit="%">47.78</metric>
    <metric name="grt_setup_unrepaired" unit="">no</metric>
    <metric name="share_of_the_clock_period_used_by_the_worst_path" unit="%">75.04</metric>
    <metric name="final.setup.tns" unit="ns">0</metric>
    <metric name="worst_hold_margin" unit="ns">0.5156</metric>
    <metric name="finalSetupViolations" unit="">0</metric>
    <metric name="timing.final.hold_violations" unit="">0</metric>
    <metric name="report.final.slew_viol_count" unit="">0</metric>
    <metric name="max_fclk" unit="MHz">128.1</metric>
    <metric name="tightest_slew" unit="ns">0.7814</metric>
    <metric name="final_period_minus_worst_setup_slack" unit="ns">7.804</metric>
    <metric name="finClkSkew" unit="ns">0.004953</metric>
  </group>
  <group name="yosys">
    <metric name="mappedNetlistArea" unit="sq um">2424</metric>
    <metric name="prevailing_post_synth_register_cell" unit="">edfxtp_1</metric>
    <metric name="synth_stat.cells" unit="">272</metric>
    <metric name="yosys-stat-area" unit="sq um">2424</metric>
    <metric name="yosys_warnings" unit="">6</metric>
    <metric name="numSynthFlops" unit="">24</metric>
    <metric name="synth_cells" unit="">272</metric>
    <metric name="seq_area_frac_synth" unit="%">28.14</metric>
    <metric name="synthesis.area_per_instance" unit="sq um">8.910</metric>
    <metric name="enable_flop_cells" unit="">16</metric>
    <metric name="synth.distinct_cells" unit="">49</metric>
    <metric name="async_reset_ff_share" unit="%">33.33</metric>
  </group>
  <group name="grt">
    <metric name="grt_first_pass_wirelength" unit="mm">9.501</metric>
    <metric name="grt_remaining_overflow" unit="">0</metric>
    <metric name="grt.total_usage" unit="%">14.15</metric>
    <metric name="grt_pass1_vias" unit="">2015</metric>
    <metric name="grt_max_degree" unit="">17</metric>
    <metric name="grt_antenna_before_repair" unit="">0</metric>
  </group>
  <group name="finish">
    <metric name="fraction_of_layout_cells_with_a_size_suffix_above_1" unit="%">5.732</metric>
    <metric name="largest_reg_flops" unit="">16</metric>
    <metric name="layout_top_cell_excl_fill_tap" unit="">nor2_1</metric>
    <metric name="layout.filler_cells" unit="">807</metric>
    <metric name="layout.cells.most_common_list" unit="">nor2_1 (45), clkdlybuf4s50_1 (42), ha_1 (34), inv_1 (20), a21oi_1 (18)</metric>
    <metric name="layout-area-overhead-vs-synth" unit="%">24.42</metric>
  </group>
  <group name="clock_network">
    <metric name="clk_transition_reported_paths" unit="ns">0.09</metric>
    <metric name="clock_sink_count" unit="">24</metric>
    <metric name="clock_tree.buffer_depth" unit="">2</metric>
    <metric name="post-cts-setup-buffers" unit="">0</metric>
    <metric name="post_cts_resized" unit="">0</metric>
    <metric name="worst_skew_pair.late_latency" unit="ns">0.27</metric>
    <metric name="cts_buffers" unit="">3</metric>
    <metric name="cts-htree-levels" unit="">1</metric>
    <metric name="clock_tree.root_cell" unit="">clkbuf_8</metric>
    <metric name="postCtsHoldBufs" unit="">0</metric>
    <metric name="cts_tree" unit="">done</metric>
  </group>
  <group name="floorplanning">
    <metric name="die_height" unit="microns">91.88</metric>
    <metric name="core-area" unit="sq um">7767</metric>
    <metric name="top_level_ports" unit="">43</metric>
    <metric name="fp_util" unit="%">31.20</metric>
    <metric name="die_area" unit="sq um">8442</metric>
    <metric name="dieWidth" unit="microns">91.88</metric>
    <metric name="row_count" unit="">32</metric>
  </group>
  <group name="critical_path">
    <metric name="critical_r2r_launch" unit="">_counter.count_out[1]</metric>
    <metric name="r2r.worst_path.cells" unit="">22</metric>
    <metric name="cp_data_required_time" unit="ns">10.41</metric>
    <metric name="timing.critical_path.arrival" unit="ns">7.82</metric>
    <metric name="timing.setup.critical_path_class" unit="">in -&gt; reg</metric>
    <metric name="setup.reg_to_reg.worst_slack" unit="ns">4.52</metric>
    <metric name="setup.worst_path.start_class" unit="">input port</metric>
    <metric name="regToRegEndpoint" unit="">_reg16.reg_out[13]</metric>
    <metric name="critPathCaptureType" unit="">flop</metric>
    <metric name="timing.critical_path.fanout_max" unit="">10</metric>
  </group>
  <group name="status">
    <metric name="status" unit="">finished, final reports clean</metric>
  </group>
  <group name="pwr">
    <metric name="power.ir.vdd_worst" unit="mV">0.1135</metric>
    <metric name="power.static_leakage" unit="uW">0.001263</metric>
    <metric name="power_dens_cells" unit="nW/um^2">212.9</metric>
  </group>
  <group name="route">
    <metric name="final_routed_wirelength" unit="mm">5.546</metric>
    <metric name="initialDrtViolationCount" unit="">76</metric>
    <metric name="viasPerCell" unit="">4.882</metric>
    <metric name="drt.antenna.violating_nets" unit="">0</metric>
    <metric name="drc" unit="">0</metric>
    <metric name="wl_per_cell" unit="microns">13.33</metric>
    <metric name="detail_route.antenna_diodes" unit="">0</metric>
    <metric name="routed-via-count" unit="">2031</metric>
    <metric name="drt_pass1_iterations" unit="">4</metric>
  </group>
  <group name="place">
    <metric name="dp.final_hpwl" unit="mm">4.398</metric>
    <metric name="place.port_buffers" unit="">42</metric>
    <metric name="finalWeightedCongestion" unit="">0.8403</metric>
  </group>
  <group name="job">
    <metric name="max-cap-violations" unit="">0</metric>
    <metric name="warning_count" unit="">30</metric>
  </group>
</metrics>
-- cell usage after synthesis (2+ instances only) --
cell | number | share of area (%)
a211oi_1 | 3 | 0.93
a21o_1 | 6 | 1.9
a21oi_1 | 18 | 3.7
a31oi_1 | 2 | 0.52
and2_1 | 2 | 0.52
and3_1 | 3 | 0.77
buf_4 | 2 | 0.62
clkbuf_1 | 2 | 0.31
dfrtp_1 | 7 | 7.2
edfxtp_1 | 16 | 20
fa_1 | 5 | 4.1
ha_1 | 34 | 18
inv_1 | 20 | 3.1
mux2i_1 | 9 | 3.7
nand2_1 | 15 | 2.3
nand2b_1 | 4 | 1.0
nand3_1 | 3 | 0.62
nor2_1 | 45 | 7.0
nor2b_1 | 2 | 0.52
nor3_1 | 6 | 1.2
o21a_1 | 4 | 1.2
o21ai_0 | 14 | 2.9
o21bai_1 | 3 | 0.93
o22ai_1 | 2 | 0.52
o32ai_1 | 2 | 0.72
or2_2 | 5 | 1.3
xnor2_1 | 10 | 3.6
xor2_1 | 7 | 2.5
-- layer usage --
| metal | routed length (microns) | up-vias | track usage, % | share of wire (%) |
|---|---|---|---|---|
| met5 | 0 | - | 0 | 0 |
| met4 | 24 | 0 | 0.9115 | 0.43 |
| met3 | 209 | 2 | 2.025 | 3.8 |
| met2 | 2374 | 35 | 22.14 | 43 |
| met1 | 2937 | 942 | 22.25 | 53 |
| li1 | - | 1052 | - | - |
-- worst max-delay path by stage --
stage / end / depth (start not counted) / from
after CTS: _reg16.reg_out[13] / 22 / start
after global routing: _reg16.reg_out[13] / 22 / start
final: _reg16.reg_out[13] / 22 / start
-- report_power, final --
group | switching [uW] | internal (uW)
combinational | 194 | 191
sequential | 26.5 | 157
clock | 32.0 | 41.8
total | 252 | 390
-- through the flow --
stage / area, sq um / std cells / util (%) / total power, uW / worst slack, ns
2_1_floorplan: 2424 / 272 / - / 433.1 / 3.335
3_3_place_gp: 2949 / 412 / 37.97 / 567.7 / 2.431
3_5_place_dp: 2949 / 412 / 37.97 / 567.6 / 2.290
4_1_cts: 3015 / 416 / 38.82 / 648.2 / 2.566
5_1_grt: 3015 / 416 / 38.82 / 704.2 / 2.133
6_report: 3015 / 416 / 38.82 / 642.1 / 2.596
-- worst max-delay path, cell delays in order --
cell	delay, ns
clkdlybuf4s50_1	0.69
inv_1	0.16
a21o_1	0.19
a21oi_2	0.28
mux2i_1	0.25
or2_2	0.35
fa_1	0.54
inv_1	0.05
fa_1	0.50
ha_1	0.32
a211oi_1	0.36
o21bai_1	0.12
a21oi_1	0.18
xnor2_1	0.16
nand2_1	0.06
o21ai_0	0.09
ha_1	0.32
and3_1	0.21
a221o_1	0.38
a221oi_2	0.29
xor2_1	0.17
nor2_1	0.05
-- logic make-up (layout without fill, tap and decap cells) --
| family | Yosys count | after routing | synth area share [%] |
|---|---|---|---|
| compound gates | 69 | 69 | 19.36 |
| xor+xnor | 17 | 17 | 6.143 |
| fa+ha+maj | 39 | 39 | 21.68 |
| buf+inv | 24 | 66 | 4.027 |
| flops | 24 | 24 | 28.14 |
| mux | 10 | 10 | 4.182 |
| simple gates | 89 | 89 | 16.47 |
-- area by class of cell --
class / count / area (sq um) / area share [%]
clock buffer: 4 / 66.31 / 2.199
inverter: 20 / 75.07 / 2.490
multi-input combinational: 224 / 1644 / 54.52
sequential: 24 / 681.9 / 22.61
tap: 102 / 127.6 / 4.232
timing repair buffer: 42 / 420.4 / 13.94
Power is estimated from default activity; no workload was simulated.
